### run.sh
#!/bin/bash
# OpenROAD 26Q1-2900-gdf79404cd8, Yosys 0.63+post, stock flow scripts
make -C /OpenROAD-flow-scripts/flow DESIGN_CONFIG=/design/flow/config.mk WORK_HOME=/design/flow/orfs finish
### constraint.sdc
current_design Medicine_Reminder

set clk_period 2.7
set clk_io_pct 0.2

create_clock -name clk0 -period $clk_period [get_ports {clk}]

set non_clock_inputs [all_inputs -no_clocks]
set_input_delay [expr $clk_period * $clk_io_pct] -clock clk0 $non_clock_inputs
set_output_delay [expr $clk_period * $clk_io_pct] -clock clk0 [all_outputs]
### design.v
module Medicine_Reminder(
    input wire clk,
    input wire reset,
    output reg medicine_reminder
);
reg [11:0] counter;  
reg [3:0] medicine_counter;  
reg [23:0] reminder_timer;  
parameter CYCLES_PER_10_MINUTES = 600;  
parameter CYCLES_FOR_10_SECONDS = 100;   
always @(posedge clk or posedge reset) begin
    if (reset) begin
        counter <= 12'b0;
        medicine_counter <= 4'b0;
        medicine_reminder <= 1'b0;
        reminder_timer <= 24'b0;
    end else begin
        if (counter == CYCLES_PER_10_MINUTES) begin
            counter <= 12'b0;  
            if (medicine_counter < 4'd3) begin  
                medicine_reminder <= 1'b1;  
                medicine_counter <= medicine_counter + 1'b1;  
                reminder_timer <= 24'b0;  
            end else begin
                medicine_reminder <= 1'b0;  
            end
        end else begin
            counter <= counter + 1'b1;  
            if (medicine_reminder) begin
                if (reminder_timer < CYCLES_FOR_10_SECONDS) begin
                    reminder_timer <= reminder_timer + 1'b1;  
                end else begin
                    medicine_reminder <= 1'b0;  
                end
            end
        end
    end
end
endmodule
### config.mk
export PLATFORM = sky130hd
export DESIGN_NAME = Medicine_Reminder
export DESIGN_NICKNAME = Medicine_Reminder
export VERILOG_FILES = /design/flow/design.v
export SDC_FILE = /design/flow/constraint.sdc
export NUM_CORES = 4
export LEC_CHECK = 1
export CORE_UTILIZATION = 30
==> load_flow_metrics.sql <==
-- load yosys + openroad results
INSERT INTO impl_metrics (metric_group, metric, value, unit) VALUES
('cts', 'worst_setup_hold_path_clk_slew', '0.08', 'ns'),
('final_layout', 'post-route-cell-area', '1970', 'um^2'),
('logic_synthesis', 'post_synthesis_instance_total', '156', ''),
('critical_path', 'critical_path.max_stage_delay', '0.58', 'ns'),
('logic_synthesis', 'post_synth_instance_area', '1760', 'um^2'),
('global_route', 'grt_start_max_net_pins', '42', ''),
('status', 'status', 'complete, no violations', ''),
('global_route', 'first_pass_grt_wire_length', '4.77', 'mm'),
('critical_path', 'crit_chain', 'inv_1 -> ha_1 -> and4b_1 -> and3_4 -> or4_4 -> mux2i_1', ''),
('logic_synthesis', 'syn_avg_cell_area', '11.3', 'um^2'),
('power_and_ir_drop', 'vdd_ir_drop_max', '0.307', 'mV'),
('logic_synthesis', 'yosysUniqueCellTypes', '29', ''),
('detailed_routing', 'post_drt_wl_per_cell', '11.4', 'um'),
('cts', 'maximum_clock_path_buffer_count', '2', ''),
('logic_synthesis', 'synth.yosys.seq_area_share', '0.582', ''),
('critical_path', 'critPathSlowestCell', 'sky130_fd_sc_hd__or4_4', ''),
('floorplan', 'row_count', '27', ''),
('logic_synthesis', 'synth.area.top_cells', 'sky130_fd_sc_hd__dfrtp_1, sky130_fd_sc_hd__and2_1, sky130_fd_sc_hd__xnor2_1, sky130_fd_sc_hd__mux2i_1, sky130_fd_sc_hd__ha_1', ''),
('detailed_routing', 'drc', '0', ''),
('power_and_ir_drop', 'static-leakage-power', '0.903', 'nW'),
('detailed_routing', 'wl', '2.66', 'mm'),
('cts', 'post_cts_resize_count', '0', ''),
('placed_design', 'placed_cell_area', '1850', 'um^2'),
('power_and_ir_drop', 'power.combinational.fraction', '0.012', ''),
('final_layout', 'post_route_cells_drive_above_1_share', '0.0870', ''),
('logic_synthesis', 'synth_largest_type_area_fraction', '0.582', ''),
('logic_synthesis', 'yosysCellCount', '156', ''),
('detailed_routing', 'dr.pass1.iters', '4', ''),
('final_layout', 'n_fill_cell', '551', ''),
('floorplan', 'design.portCount', '3', ''),
('final_layout', 'final-comb-area', '678', 'um^2'),
('cts', 'holdBufCountCts', '0', ''),
('global_route', 'number_of_global_route_vias_before_repair', '1072', ''),
('global_route', 'globalRoute.totalOverflow', '0', ''),
('critical_path', 'worstPathRequired', '2.87', 'ns'),
('floorplan', 'dieWidth', '78.7', 'um'),
('cts', 'root_buf_cell', 'sky130_fd_sc_hd__clkbuf_8', ''),
('sta', 'setup_slack', '0.760', 'ns'),
('cts', 'cts.htree.levels', '2', ''),
('sta', 'fin_skew', '0.00257', 'ns'),
('sta', 'rsz0062_at_grt', 'false', ''),
('power_and_ir_drop', 'clock_power_share', '0.445', ''),
('global_route', 'globalRouteTotalUtil', '0.0984', ''),
('placed_design', 'pre_cts_slack', '0.787', 'ns'),
('floorplan', 'chip_area', '6190', 'um^2'),
('placed_design', 'port_buffers', '2', ''),
('critical_path', 'timing.critical_path.max_delay_family', 'simple AND/OR/NAND/NOR gates', ''),
('sta', 'tightestPinTransition', '0.500', 'ns'),
('placed_design', 'hpwlAfterDp', '1.68', 'mm'),
('floorplan', 'core_region_area', '5570', 'um^2'),
('final_layout', 'final_cells', '233', ''),
('logic_synthesis', 'edf_count', '0', ''),
('logic_synthesis', 'synth_flops', '41', ''),
('power_and_ir_drop', 'power_density', '573', 'nW/um^2'),
('floorplan', 'floorplan.die.height', '78.7', 'um'),
('detailed_routing', 'antenna_cells', '0', ''),
('placed_design', 'place.gp.congestion', '0.894', ''),
('critical_path', 'worstPathArrival', '2.11', 'ns'),
('logic_synthesis', 'synth-async-reset-ratio', '1.00', ''),
('power_and_ir_drop', 'power.share.switching', '0.189', ''),
('sta', 'worst_slew_margin_relative_to_its_limit', '0.667', ''),
('placed_design', 'dpl.cell_count', '225', ''),
('final_layout', 'synth_to_layout_area_growth', '11.9', '%'),
('final_layout', 'final-seq-area', '1030', 'um^2'),
('detailed_routing', 'drt_iter0_drc', '18', ''),
('sta', 'slew_violations', '0', ''),
('critical_path', 'worstSetupStartpointType', 'register', ''),
('logic_synthesis', 'yosys_most_used_dff', 'sky130_fd_sc_hd__dfrtp_1', ''),
('global_route', 'grt_antenna_before_repair', '0', ''),
('critical_path', 'critical_path.endpoint_type', 'register', ''),
('cts', 'tritoncts_num_sinks', '41', '');
[stage by stage]
step            util  hold slack (ns)
2_1_floorplan      -            0.430
3_3_place_gp   0.332            0.367
3_5_place_dp   0.332            0.367
4_1_cts        0.354            0.387
5_1_grt        0.354            0.399
6_report       0.354            0.381
[placed cells by master (no fill, tap or decap), drive strengths merged]
cell,count
nand3,6
mux2,1
nor2,11
bufinv,1
inv,6
o31ai,3
xnor2,8
buf,2
dfrtp,41
and2,18
and4b,1
clkinvlp,1
clkbuf,6
and3,3
nand2,12
nand2b,4
nor4b,2
o21ai,1
nor3b,1
or4,2
xor2,3
nor3,4
ha,4
mux2i,6
clkdlybuf4s50,2
nor2b,1
nand4,4
o2111ai,1
nor4,6
[routing by layer]
metal  up-vias  routed length [um]  track usage
li1        538                   -            -
met1       492                1390        0.151
met2        14                1140        0.145
met3         5                  95       0.0236
met4         0                  35       0.0204
met5         -                   0            0
[flip-flops by register name, indices dropped and copies added (netlist names)]
register and cells:
medicine_counter 4, reminder_timer 24, medicine_reminder 1, counter 12
[cells in the mapped netlist, drive strengths merged, types with 6 or more instances]
master	count
xnor2	8
nand2	12
nand3	6
and2	18
nor4	6
nor2	11
mux2i	6
dfrtp	41
inv	6
[cell families after synthesis]
family / synth area share
xor gates and xnor gates: 0.0547
buffers and inverters: 0.0334
and+or+nand+nor: 0.241
muxes: 0.0405
DFF: 0.582
adders and majority gates: 0.0284
AOI/OAI and AO/OA: 0.0206
[worst paths after layout]
kind | start | endpoint | slack [ns] | cells past startpoint
setup reg to reg | counter[0] | reminder_timer[1] | 0.76 | 6
hold / removal | medicine_counter[3] | medicine_counter[3] | 0.38 | 0
setup / recovery | counter[0] | reminder_timer[1] | 0.76 | 6
hold reg to reg | medicine_counter[3] | medicine_counter[3] | 0.38 | 0
min in group asynchronous | reset | reminder_timer[9] | 0.68 | 3
max in group asynchronous | reset | reminder_timer[2] | 1.68 | 3
[cell type report]
| class | instances | area share |
|---|---|---|
| Sequential cell | 41 | 0.520 |
| Inverter | 6 | 0.0114 |
| Clock buffer | 6 | 0.0419 |
| Tap cell | 72 | 0.0457 |
| Clock inverter | 2 | 0.0190 |
| Multi-Input combinational cell | 102 | 0.344 |
| Timing Repair Buffer | 4 | 0.0178 |
[power groups by stage]
stage	Combinational [mW]	Clock, mW	Sequential, mW
final	0.0137	0.502	0.614
after global routing	0.0168	0.544	0.613
after CTS	0.0149	0.523	0.613
[worst reg2reg max path, delay by kind of cell (launching register included)]
| family | cells | cell delay, ns |
|---|---|---|
| AND/OR/NAND/NOR | 3 | 1.03 |
| buffers and inverters | 1 | 0.07 |
| adder cells (fa/ha/maj) | 1 | 0.18 |
| flip-flops | 1 | 0.42 |
| multiplexers | 1 | 0.14 |
No activity file was given, so power comes from the tool's default toggle rates.
