==> run.sh <==
#!/bin/bash
# OpenROAD 26Q1-2900-gdf79404cd8, Yosys 0.63+post, stock flow scripts
make -C /OpenROAD-flow-scripts/flow DESIGN_CONFIG=/design/flow/config.mk WORK_HOME=/design/flow/orfs finish
==> config.mk <==
export PLATFORM = sky130hd
export DESIGN_NAME = BPM_Monitor
export DESIGN_NICKNAME = BPM_Monitor
export VERILOG_FILES = /design/flow/design.v
export SDC_FILE = /design/flow/constraint.sdc
export NUM_CORES = 4
export LEC_CHECK = 1
export CORE_AREA = 10 10 70 70
export DIE_AREA = 0 0 80 80
==> constraint.sdc <==
current_design BPM_Monitor

set clk_period 1.0
set clk_io_pct 0.2

create_clock -name clk0 -period $clk_period [get_ports {clk}]

set non_clock_inputs [all_inputs -no_clocks]
set_input_delay [expr $clk_period * $clk_io_pct] -clock clk0 $non_clock_inputs
set_output_delay [expr $clk_period * $clk_io_pct] -clock clk0 [all_outputs]
==> design.v <==
module BPM_Monitor(
    input wire clk,
    input wire reset,
    input wire [7:0] pulse_count,  
    output reg [7:0] bpm,           
    output reg bpm_state            
);
    always @(posedge clk or posedge reset) begin
        if (reset) begin
            bpm <= 0;
            bpm_state <= 0;
        end
        else begin
            bpm <= pulse_count * 6;   
            if (pulse_count < 10 || pulse_count > 17) begin
                bpm_state <= 1;   
            end
            else begin
                bpm_state <= 0;   
            end
        end
    end
endmodule
==> impl_metrics.json <==
{
  "edf_count": 0,
  "vias_per_cell": 3.343,
  "yosys_area_sq_um": 560.5,
  "vdd_drop_max_mv": 0.2161,
  "p_per_area_nw_per_um2": 955.1,
  "syn_to_final_growth_pct": 75.67,
  "initCoreUtil_pct": 16.41,
  "dpl.cell_count": 131,
  "path_depth": 7,
  "synthArstFlopShare_pct": 100.0,
  "cts_buffer_depth": 2,
  "yosys-top-cells-area": "dfrtp_1 (36%), ha_1 (27%), inv_1 (8.0%)",
  "cap_violations": 0,
  "drive_gt1_share_pct": 51.14,
  "finalMaxSlewViolations": 0,
  "grt_pass1_wl_um": 1835,
  "cts_tree": "done",
  "worst-path-buf-inv": 2,
  "clockRootBuffer": "clkbuf_4",
  "total_leakage_power_nw": 0.4586,
  "numPortBuffers": 17,
  "post-route-util_pct": 28.83,
  "cp.arrival_ns": 1.14,
  "crit_start": "pulse_count[1]",
  "chipArea_sq_um": 6400,
  "cpMaxStageDelayCell": "fa_2",
  "place_ws_ns": -0.8519,
  "path_cells": "buf_8, ha_4, inv_2, fa_2, o21ai_2, a21oi_2, xnor2_1",
  "layout.cells.non_filler": 134,
  "finalClockPeriodUsage_pct": 102.0,
  "dp_hpwl_um": 1052,
  "core-area_sq_um": 3416,
  "hold_class": "input port to async pin",
  "htreeDepth": 1,
  "grt_max_degree": 9,
  "yosys_warnings": 1,
  "setup_tns_ns": -0.03429,
  "path_max_fanout": 4,
  "rsz0062_at_grt": "true",
  "antenna_found_initial": 0,
  "top_cell_area_share_pct": 35.71,
  "grt_overflow_total": 0,
  "ios": 19,
  "crit_required_ns": 1.12,
  "dr.first_iter.drc_count": 1,
  "setup_violations": 2,
  "drtPass1Iterations": 2,
  "fmax_mhz": 980.2,
  "synthCells": 54,
  "syn_area_per_cell_sq_um": 10.38,
  "num_vias": 448,
  "top_cells_by_count": "ha_1 (12), inv_1 (12), dfrtp_1 (8)",
  "synth.cell_area_sq_um": 560.5,
  "synth.largest_area_cell": "dfrtp_1",
  "critical_path_class": "input port to flop",
  "setup_ws_ns": -0.02023,
  "violations": "negative setup slack",
  "ys.flop_type": "dfrtp_1",
  "fin_area_sq_um": 984.7,
  "ys_seq_share_pct": 35.71,
  "status": "finished with violations",
  "post_drt_wl_per_cell_um": 8.672,
  "finalWirelength_um": 1162,
  "cp-start-kind": "input port",
  "ant_nets": 0,
  "cp-end-kind": "flop",
  "grt_usage_pct": 3.406,
  "critPathTopFamily": "adder cells",
  "rows": 21,
  "cts_buffers": 3,
  "warnings": 35,
  "drc": 0,
  "post_dp_cell_area_sq_um": 928.4,
  "ys.flops": 8,
  "place_congestion": 0.7792,
  "grt_pass1_vias": 473,
  "die_y_um": 80,
  "die-width_um": 80,
  "finalHoldViolations": 0,
  "clk_pin_slew_ns": 0.04,
  "clock_sinks": 8,
  "ys_cells": 54,
  "period_needed_ns": 1.020,
  "postCtsSetupRepairBufs": 0,
  "setup.worst_path.end": "bpm[6]",
  "diodes": 0,
  "ys_types": 17,
  "critPathMaxStageDelay_ns": 0.37
}
## metrics by stage
step | total power [mW] | hold WS [ns]
after floorplan | 0.5105 | 0.01566
after global placement | 0.7298 | 0.4486
after detailed placement | 0.7316 | 0.4447
after CTS | 0.9565 | 0.1886
after global routing | 1.013 | 0.1792
final | 0.9405 | 0.1856
## flip-flops by register name, summed over array words and instances (netlist names)
name	count
bpm	7
bpm_state	1
## logic make-up (layout without fill, tap and decap cells)
kind of cell             Yosys count  in the layout  share of synthesized area, %
XOR/XNOR                           5              5                         7.812
buffers and inverters             13             47                         9.375
AND-OR/OR-AND                     12             12                         14.29
other                              1              1                        0.6690
flip-flops                         8              8                         35.71
AND/OR/NAND/NOR                    2              2                         1.786
adder cells (fa/ha/maj)           13             13                         30.36
## layer usage
layer / part of all wire, % / GRT usage, % / vias to the layer above / wire (um)
met4: 0 / 0.8803 / 0 / 0
met2: 43 / 5.297 / 13 / 500
met1: 46 / 4.212 / 196 / 530
met5: 0 / 0 / - / 0
met3: 11 / 1.477 / 0 / 131
li1: - / - / 239 / -
## worst min path at each step
stage                   from  slack [ns]  cells past startpoint        end
CTS                    reset        0.19                      2  bpm_state
global route  pulse_count[0]        0.18                      2     bpm[1]
finish                 reset        0.19                      2  bpm_state
## layout by cell type, fill, tap and decap left out, types with 4 or more instances in the layout
cell	count
dfrtp_1	8
ha_4	5
xnor2_1	4
buf_4	14
inv_1	8
clkbuf_2	6
ha_1	7
## area by class of cell
type                            instances  area [sq um]
Clock buffer                            3         22.52
Inverter                               12         48.80
Tap cell                               46         57.56
Sequential cell                         8         200.2
Timing Repair Buffer                   32         261.5
Fill cell                             366          2431
Multi-Input combinational cell         33         394.1
## power breakdown
group	internal, mW	leakage, nW	switching [mW]
Clock	0.136	0.0138	0.0849
Sequential	0.370	0.0909	0.00989
Combinational	0.207	0.354	0.133
## timing repair
action                                  in CTS  in global routing
gates resized                               48                 14
pin swaps                                   11                  9
endpoints found under the setup margin      15                  8
hold buffers                                 0                  0
No activity file was given, so power comes from the tool's default toggle rates.
