==> /design/flow/design.v <==
module fall_detection_system(
    input wire clk,
    input wire reset,
    input wire fall_sensor,
    input wire patient_reset,
    output reg alarm
);
    parameter STABLE_TIME = 5;   
    parameter RECOVERY_TIME = 30;   
    localparam IDLE = 2'b00;
    localparam FALL_DETECTED = 2'b01;
    localparam RECOVERY = 2'b10;
    reg [1:0] state;
    reg [31:0] timer;
    reg [31:0] clock_counter;
    localparam CLOCKS_PER_SECOND = 1000000;
    always @(posedge clk or posedge reset) begin
        if (reset) begin
            state <= IDLE;
            timer <= 0;
            alarm <= 0;
            clock_counter <= 0;
        end else begin
            case (state)
                IDLE: begin
                    if (fall_sensor) begin
                        state <= FALL_DETECTED;
                        timer <= 0;
                    end
                end
                FALL_DETECTED: begin
                    if (!fall_sensor) begin
                        state <= IDLE;
                    end else if (timer == STABLE_TIME - 1) begin
                        state <= RECOVERY;
                        timer <= 0;
                        clock_counter <= 0;
                    end else begin
                        timer <= timer + 1;
                    end
                end
                RECOVERY: begin
                    if (patient_reset) begin
                        state <= IDLE;
                        alarm <= 0;
                    end else if (clock_counter == CLOCKS_PER_SECOND - 1) begin
                        if (timer == RECOVERY_TIME - 1) begin
                            alarm <= 1;
                        end else begin
                            timer <= timer + 1;
                        end
                        clock_counter <= 0;
                    end else begin
                        clock_counter <= clock_counter + 1;
                    end
                end
            endcase
        end
    end
endmodule
==> /design/flow/run.sh <==
#!/bin/bash
# OpenROAD 26Q1-2900-gdf79404cd8, Yosys 0.63+post, stock flow scripts
make -C /OpenROAD-flow-scripts/flow DESIGN_CONFIG=/design/flow/config.mk WORK_HOME=/design/flow/orfs finish
==> /design/flow/config.mk <==
export PLATFORM = sky130hd
export DESIGN_NAME = fall_detection_system
export DESIGN_NICKNAME = fall_detection_system
export VERILOG_FILES = /design/flow/design.v
export SDC_FILE = /design/flow/constraint.sdc
export NUM_CORES = 4
export LEC_CHECK = 1
export CORE_UTILIZATION = 40
==> /design/flow/constraint.sdc <==
current_design fall_detection_system

set clk_period 5.9
set clk_io_pct 0.2

create_clock -name clk0 -period $clk_period [get_ports {clk}]

set non_clock_inputs [all_inputs -no_clocks]
set_input_delay [expr $clk_period * $clk_io_pct] -clock clk0 $non_clock_inputs
set_output_delay [expr $clk_period * $clk_io_pct] -clock clk0 [all_outputs]
==> design notes <==
TritonCTS built the clock tree. The final timing report lists clock skew as 0.0129 ns. After routing the design area is 4260 um2.

The logs give 1060 uW for the post-layout total power and 4050 um2 for the area after detailed placement. Synthesis handed over a netlist of 435 instances. Per the placement report, the placed cell count is 555. Per the finish-stage timing summary, setup violations number 0. The violation count after the first detailed-routing iteration came out at 195. The startpoint class of the critical path is an input port. Summing all multi-input logic gate instances after layout gives 2050 um2. The run finished with clean final reports.

The cell area that synthesis handed to floorplanning was 3880 um2. The run gives 9 as the CTS buffer count. Counting distinct cell types in the post-synthesis netlist gives 50.

For the initial core utilization, the log shows 0.416. In this run the vertical extent of the chip is 100 um. Worst IR drop on VDD: 0.127 mV. The area of the core region was 9330 um2; the count of max-cap constraint violations was 0. The run gives 304 uW for the switching power total. Once detail routing completed, the nets flagged for antenna violations numbered 0. The run gives 1 as the tally of yosys warning messages. The final period utilization is 0.588, and the area growth from synthesis to final layout is 9.84%.

The count of fill cells added during filler insertion came out at 900. The OpenROAD report gives the critical path a data arrival time of 3.75 ns. Setup repair after global routing left no endpoint under its margin. The cell type that accounts for the most area after synthesis is sky130_fd_sc_hd__dfrtp_1.

The run gives 2,995 for the number of global-route vias before repair. The die boundary width is 100 um, and the proportion of netlist area held by the largest area contributor is 0.432. The clock passes through at most 2 buffers.

The type of the worst min-delay path was flop to flop. The tools report the antenna diode instance count as 0. Derived from the worst setup path, the maximum achievable clock frequency is 0.288 GHz.

The logs give 435 for the number of cells in Yosys stat and 5.83 mm for the half-perimeter wire length after placement. The number of logged tool warnings is 27. Once layout is complete, the cells apart from fillers number 571. The clock transition at the registers of the reported paths is 0.07 ns. The routability congestion estimate came out at 0.804.

The fraction of power spent switching nets was 0.285. The count of H-tree levels built during CTS was 3; the number of setup buffers added after CTS was 0. The first global-routing pass estimated 15.3 mm of wire.

The required time at the endpoint of the critical path was 6.18 ns. STA classifies the critical path endpoint as a flop. Per the CTS log, the root buffer master is sky130_fd_sc_hd__clkbuf_8.

The area figure in the yosys stat output came out at 3880 um2. The run gives 68 for the flop and latch count out of synthesis. The script logs the ratio of routed vias to standard cells as 5.82. The aggregate routed wire length is 8.82 mm. The run gives 0.465 as the sequential power share.

The critical path is of the input port to flop type. By area the synthesized netlist is led by sky130_fd_sc_hd__dfrtp_1, sky130_fd_sc_hd__o21ai_0, sky130_fd_sc_hd__o31ai_1, sky130_fd_sc_hd__nor2_1, sky130_fd_sc_hd__nand3_1. The power density over cell area works out to 250 nW/um2. Across all layers, the routed design uses 3,324 vias. For reference, the final report shows the max-slew violation count at 0. The total length of routed met3 wires was 316 um. The run gives 0.137 as the fraction of power consumed by combinational cells.

The global router's overall resource usage is 0.194. The most used flip-flop cell after synthesis is sky130_fd_sc_hd__dfrtp_1. Entering global routing, the biggest net connects 49 pins.

Ratio of cells with drive above 1 in the final layout: 0.0747. The share of async-settable or async-resettable flops after synthesis came out at 1.00. Top layer used by detailed routing: met4. The report shows a maximum critical-path fanout of 19. With the count of input and output buffers at 4, the sequential share of the synthesized area is 0.439. After synthesis, the mean cell area works out to 8.92 um2.

For this run, design rule violations remaining after detail routing come to 0. The logs give 68 for the clock net sink count and 0 for the post-CTS resize count. The relative slew slack came out at 0.512. The clock network power share is 0.398, and the clock latency at the later pin of the worst-skew pair is 0.35 ns. The post-route minimum period is 3.47 ns.

In the per-layer breakdown of the detailed-route log, met1 shows 4.70 mm. The logs give 3.72 mm for the wire length on met2 and 10,100 um2 for the total die size. The run gives 0 as the hold violation count in the final report.

The run gives 5 for the I/O pin count. The hold buffer count at CTS is 0, and the total leakage power is 0.00175 uW. The register area is 1700 um2. After routing, the total negative slack on setup checks comes to 0 ns.

In this run, synthesis inferred 0 flip-flops with an integrated enable. The run gives 761 uW for the internal power contribution. TritonRoute output was used to compute an average wire per cell of 15.4 um. The tools report the initial antenna violation count as 0. The iteration count recorded for the first detailed-route pass is 4.

The floorplan has 35 rows. The run gives 0 for the overall overflow remaining after global route. The transition time at the pin with the least slew margin came out at 0.726 ns.
-- cells in the final DEF (no fill, tap or decap), types with 5 or more instances in the layout --
cell type                  count
sky130_fd_sc_hd__xor2_1       12
sky130_fd_sc_hd__clkbuf_8      9
sky130_fd_sc_hd__a22o_1        9
sky130_fd_sc_hd__and2_1        6
sky130_fd_sc_hd__and3_1       10
sky130_fd_sc_hd__and4_1        8
sky130_fd_sc_hd__nand3_1      27
sky130_fd_sc_hd__dfrtp_1      67
sky130_fd_sc_hd__o31ai_1      23
sky130_fd_sc_hd__nand4_1      19
sky130_fd_sc_hd__or4_1         5
sky130_fd_sc_hd__o41ai_1       5
sky130_fd_sc_hd__nor2_1       39
sky130_fd_sc_hd__or3_1         6
sky130_fd_sc_hd__o21ai_0      42
sky130_fd_sc_hd__a21o_1        6
sky130_fd_sc_hd__o211ai_1      5
sky130_fd_sc_hd__a31oi_1       9
sky130_fd_sc_hd__buf_4         6
sky130_fd_sc_hd__inv_1        11
sky130_fd_sc_hd__a21oi_1      12
sky130_fd_sc_hd__nand2_1      35
sky130_fd_sc_hd__nor3_1        9
sky130_fd_sc_hd__nor4_1       11
-- logic make-up (layout without fill, tap and decap cells) --
family | after synthesis | count (layout) | share of synthesized area
and+or+nand+nor | 199 | 199 | 0.281
buffers and inverters | 31 | 38 | 0.0326
AOI/OAI and AO/OA | 118 | 118 | 0.200
DFF | 68 | 68 | 0.439
muxes | 2 | 2 | 0.00548
adders and majority gates | 4 | 4 | 0.0129
xor gates and xnor gates | 13 | 13 | 0.0293
-- cell usage after synthesis (3+ instances only) --
cell / instances
sky130_fd_sc_hd__nor3_1: 9
sky130_fd_sc_hd__dfrtp_1: 67
sky130_fd_sc_hd__o41ai_1: 5
sky130_fd_sc_hd__o211ai_1: 5
sky130_fd_sc_hd__or3_1: 6
sky130_fd_sc_hd__nand4_1: 19
sky130_fd_sc_hd__o21ai_0: 42
sky130_fd_sc_hd__o31ai_1: 23
sky130_fd_sc_hd__and2_1: 6
sky130_fd_sc_hd__clkbuf_1: 11
sky130_fd_sc_hd__and4_1: 8
sky130_fd_sc_hd__nor4b_1: 3
sky130_fd_sc_hd__nand2_1: 35
sky130_fd_sc_hd__buf_2: 7
sky130_fd_sc_hd__inv_1: 12
sky130_fd_sc_hd__or4_1: 5
sky130_fd_sc_hd__nand3_1: 27
sky130_fd_sc_hd__nor2_1: 39
sky130_fd_sc_hd__a21o_1: 6
sky130_fd_sc_hd__xor2_1: 12
sky130_fd_sc_hd__a21oi_1: 12
sky130_fd_sc_hd__or2_2: 3
sky130_fd_sc_hd__a22o_1: 9
sky130_fd_sc_hd__and3_1: 10
sky130_fd_sc_hd__ha_1: 4
sky130_fd_sc_hd__a31oi_1: 9
sky130_fd_sc_hd__nor2b_1: 4
sky130_fd_sc_hd__nor4_1: 11
-- metal layers --
layer | track usage | vias up
li1 | - | 1641
met3 | 0.0275 | 7
met1 | 0.341 | 1611
met4 | 0.0212 | 0
met5 | 0 | -
met2 | 0.267 | 65
-- metrics by stage --
step	setup WS (ns)	hold WS, ns	util
detailed placement	2.09	0.468	0.434
finish	2.43	0.480	0.457
global route	2.12	0.499	0.457
CTS	2.45	0.483	0.457
global placement	2.18	0.463	0.434
floorplan	3.01	0.445	-
-- critical path: stages --
cell	delay (ns)
sky130_fd_sc_hd__clkdlybuf4s50_1	0.50
sky130_fd_sc_hd__o21bai_1	0.14
sky130_fd_sc_hd__o311a_1	0.38
sky130_fd_sc_hd__a21boi_2	0.49
sky130_fd_sc_hd__nand2_2	0.33
sky130_fd_sc_hd__nor2_1	0.48
sky130_fd_sc_hd__mux2_2	0.24
-- path summary, 6_finish.rpt --
kind / startpoint / endpoint / slack [ns] / depth (start not counted)
worst max-delay path: fall_sensor / timer[0] / 2.43 / 7
worst min-delay path: clock_counter[31] / clock_counter[31] / 0.48 / 1
worst max register to register: clock_counter[0] / timer[0] / 3.02 / 8
worst min register to register: clock_counter[31] / clock_counter[31] / 0.48 / 1
max in group asynchronous: reset / timer[3] / 3.76 / 3
min in group asynchronous: reset / clock_counter[5] / 1.16 / 2
-- area by class of cell --
type / instances / share of cell area
timing repair buffer: 10 / 0.0200
multi-input combinational: 336 / 0.481
clock buffer: 10 / 0.0299
inverter: 12 / 0.0106
tap: 129 / 0.0379
sequential: 68 / 0.400
clock inverter: 6 / 0.0208
-- flip-flops by register name, indices dropped and copies added (netlist names) --
signal         cells
alarm              1
state              3
clock_counter     32
timer             32
-- power groups by stage --
stage | Sequential, uW | Combinational, uW | Clock (uW)
4_1_cts | 495 | 148 | 438
5_1_grt | 498 | 168 | 462
6_report | 495 | 146 | 423
Power figures rest on the tool's default switching activity, not on a simulated workload.
